[flow/config.mk]
export PLATFORM = sky130hd
export DESIGN_NAME = expand_8bit_addr
export DESIGN_NICKNAME = expand_8bit_addr
export VERILOG_FILES = /design/flow/design.v
export SDC_FILE = /design/flow/constraint.sdc
export NUM_CORES = 4
export LEC_CHECK = 1
export CORE_UTILIZATION = 50
[flow/constraint.sdc]
current_design expand_8bit_addr

set clk_period 2.7
set clk_io_pct 0.2

create_clock -name clk0 -period $clk_period [get_ports {clk}]

set non_clock_inputs [all_inputs -no_clocks]
set_input_delay [expr $clk_period * $clk_io_pct] -clock clk0 $non_clock_inputs
set_output_delay [expr $clk_period * $clk_io_pct] -clock clk0 [all_outputs]
[flow/design.v]
module bit_addr (
    input wire a,
    input wire b,
    input wire cin,
    output reg Sum,
    output reg cout
);
    always @(*) begin
        Sum = a ^ b ^ cin;        
        cout = (a & b) | (cin & (a ^ b));
    end
endmodule
module expand_8bit_addr (
    input wire clk,
    input wire reset_n,
    input wire [7:0] Value_a,
    input wire [7:0] Value_b,
    input wire Data_val,
    input wire [2:0] Des_address,
    input wire [7:0] Des_value,
    input wire Des_reg_valid,
    input wire  Des_wr_rd,
    output reg [7:0] Sum_result,
    output reg Sum_carry,
    output reg Data_ready,
    output reg [7:0] Des_rd_value
);
    wire [7:0] sum_wire;       
    wire [7:0] carry_wire;     
    wire [7:0] sum_wire1;       
    wire [7:0] carry_wire1;     
    reg [7:0] control_reg;     
    reg [7:0] offset_value;    
    reg [7:0] general_purpose;  
    bit_addr fa0 (.a(Value_a[0]), .b(Value_b[0]), .cin(1'b0),         .Sum(sum_wire[0]), .cout(carry_wire[0]));
    bit_addr fa1 (.a(Value_a[1]), .b(Value_b[1]), .cin(carry_wire[0]), .Sum(sum_wire[1]), .cout(carry_wire[1]));
    bit_addr fa2 (.a(Value_a[2]), .b(Value_b[2]), .cin(carry_wire[1]), .Sum(sum_wire[2]), .cout(carry_wire[2]));
    bit_addr fa3 (.a(Value_a[3]), .b(Value_b[3]), .cin(carry_wire[2]), .Sum(sum_wire[3]), .cout(carry_wire[3]));
    bit_addr fa4 (.a(Value_a[4]), .b(Value_b[4]), .cin(carry_wire[3]), .Sum(sum_wire[4]), .cout(carry_wire[4]));
    bit_addr fa5 (.a(Value_a[5]), .b(Value_b[5]), .cin(carry_wire[4]), .Sum(sum_wire[5]), .cout(carry_wire[5]));
    bit_addr fa6 (.a(Value_a[6]), .b(Value_b[6]), .cin(carry_wire[5]), .Sum(sum_wire[6]), .cout(carry_wire[6]));
    bit_addr fa7 (.a(Value_a[7]), .b(Value_b[7]), .cin(carry_wire[6]), .Sum(sum_wire[7]), .cout(carry_wire[7]));
    bit_addr fa8 (.a(sum_wire[0]), .b(offset_value[0]), .cin(carry_wire[7]),         .Sum(sum_wire1[0]), .cout(carry_wire1[0]));
    bit_addr fa9 (.a(sum_wire[1]), .b(offset_value[1]), .cin(carry_wire1[0]), .Sum(sum_wire1[1]), .cout(carry_wire1[1]));
    bit_addr fa10 (.a(sum_wire[2]), .b(offset_value[2]), .cin(carry_wire1[1]), .Sum(sum_wire1[2]), .cout(carry_wire1[2]));
    bit_addr fa11 (.a(sum_wire[3]), .b(offset_value[3]), .cin(carry_wire1[2]), .Sum(sum_wire1[3]), .cout(carry_wire1[3]));
    bit_addr fa12 (.a(sum_wire[4]), .b(offset_value[4]), .cin(carry_wire1[3]), .Sum(sum_wire1[4]), .cout(carry_wire1[4]));
    bit_addr fa13 (.a(sum_wire[5]), .b(offset_value[5]), .cin(carry_wire1[4]), .Sum(sum_wire1[5]), .cout(carry_wire1[5]));
    bit_addr fa14 (.a(sum_wire[6]), .b(offset_value[6]), .cin(carry_wire1[5]), .Sum(sum_wire1[6]), .cout(carry_wire1[6]));
    bit_addr fa15 (.a(sum_wire[7]), .b(offset_value[7]), .cin(carry_wire1[6]), .Sum(sum_wire1[7]), .cout(carry_wire1[7]));
    always @(posedge clk or negedge reset_n) begin
        if (!reset_n) begin
            Sum_result <= 8'b0;
            Sum_carry <= 1'b0;
            Data_ready <= 1'b0;
        end else begin
 		if(Des_reg_valid) begin  
			if(Des_wr_rd) begin  
 			case (Des_address)
                	    3'b000:  
                 		 control_reg <= Des_value;
                   	    3'b001:   
                                 offset_value <= Des_value;
                            3'b010:   
                                 general_purpose <= Des_value;
                        default: ;
                 endcase
		         end else begin  
                         case (Des_address)
                	    3'b000:  
                 		Des_rd_value <= control_reg;
                   	    3'b001:   
                                 Des_rd_value <=offset_value ;
                            3'b010:   
                                 Des_rd_value <=general_purpose ;
                        default: ;
                 endcase
		end 
		end else begin  
                     if(!Data_val)begin 
			 Sum_result <= 8'b0;
                         Sum_carry <= 1'b0;
                         Data_ready <= 1'b0;
 			end else begin  
				if(!control_reg[0])begin  
                                     Sum_result <= sum_wire;
                                     Sum_carry <= carry_wire[7];
                                     Data_ready <= 1'b1;
                               end else begin 
                                     Sum_result <= sum_wire1;
                                     Sum_carry <= carry_wire1[7];
                                     Data_ready <= 1'b1;
                                     end
                          end
                        end 
                      end 
end 
endmodule
[flow/run.sh]
#!/bin/bash
# OpenROAD 26Q1-2900-gdf79404cd8, Yosys 0.63+post, stock flow scripts
make -C /OpenROAD-flow-scripts/flow DESIGN_CONFIG=/design/flow/config.mk WORK_HOME=/design/flow/orfs finish
==> deck_impl_summary.md <==
Key Metrics from the Run

Clocking
  – CTS Hold Bufs: 0
  – Longest Clk Path Bufs: 2
  – Latency at later pin: 0.29 ns
  – CTS Buf Count: 5
  – Clk slew on worst S/H paths: 0.07 ns
  – CTS root buf: clkbuf_8
  – CTS sink cnt: 42
  – CTS tree: done
  – H-tree depth: 2

Synth
  – Seq cells post-synth: 42
  – Mapped cell area: 2190 sq um
  – Chip area in the Yosys report: 2190 sq um
  – Synth Area in Adders: 0.143
  – Simple-gate area share of the yosys netlist: 0.0903
  – Multiplexer share: 0.0149
  – Post-synth ARST share: 0.238
  – Synth logic family: adder cells
  – Unique cell types: 29
  – Cell count listed in synth_stat.txt: 178
  – Synth Flop Type: edfxtp_1
  – Post-synth EDFFs: 32
  – Synth warn: 2
  – Mean post-synth cell area: 12.3 sq um
  – Instance tally after logic synthesis: 178
  – Synth Area in Compound Gates: 0.118
  – Sequential share of the synthesized area: 0.553
  – Xor+xnor area frac: 0

Critical path
  – RR Endpoint: Sum_result[7]
  – Crit Path Category: in2reg
  – CP peak stage delay: 0.52 ns
  – Crit path DRT: 2.91 ns
  – Reg-to-reg slack, setup: -0.74 ns
  – Cell repeated most along the worst path: fa_2
  – Worst Path Arrival: 5.50 ns
  – Crit-path max FO: 2
  – Worst reg2reg path depth: 12
  – Setup crit start kind: input pin
  – Worst r2r src: offset_value[0]
  – CP Capture Type: flop
  – Crit path max-delay cell type: fa_2

GRT
  – First-pass GRT wire length: 6870 um
  – Largest net degree at the start of global routing: 19
  – GRT Util Overall: 0.222
  – GRT overflow: 0
  – Vias in the first global route: 1494
  – Initial antenna violation count: 0

STA
  – Min Clock Period, post-route: 5.29 ns
  – Setup ws final: -2.59 ns
  – F_max: 0.189 GHz
  – Final worst-path cycle share: 1.96
  – Final setup fails: 9
  – Fin Clk Skew: 0.00682 ns
  – Relative slew slack: 0.607
  – Setup Total Neg Slack: -16.63 ns
  – Final hold viol count: 0
  – Worst-Margin Slew: 0.589 ns
  – Slew Limit Fails: 0
  – RSZ-0062 raised after global routing: yes

Routing
  – DR iter-0 viols: 103
  – DRC Markers: 0
  – DRT Wirelength: 4250 um
  – ANT cells: 0
  – DRT Pass-1 Iters: 4
  – Vias after detailed routing: 1562
  – Drt via density: 5.40
  – DRT antenna net count: 0
  – Routed WL per cell: 14.7 um

Run
  – Max Cap Viol: 0
  – Warning total across the stage logs: 29

Outcome
  – Failing checks: setup timing
  – Status: finished, violations left

Die
  – Die ar.: 4650 sq um
  – Die X: 68.2 um
  – Initial core utilization: 0.532
  – Die y size: 68.2 um
  – I/O pins: 50
  – Rows: 23
  – Core footprint: 4120 sq um

Place
  – Port bufs: 49
  – HPWL Detailed: 3230 um
  – Gpl congestion: 0.840

Power
  – Power Density: 492 nW/um^2
  – IR Drop Worst-Case VDD: 0.000339 V
  – Lkg Pwr: 1.12 nW
  – Total power draw: 1.44 mW

Worst hold path
  – Hold Crit Start: Data_ready
  – Hold path cells: 2
  – Worst Hold End: Data_ready
  – Tightest Hold Check Type: reg2reg

Finish
  – Layout cells sized above 1: 0.234
  – Final Core Density: 0.709
  – Area Growth Syn to Fin: 33.3%
  – Filler cells: 284
-- placed cells by master, fill, tap and decap left out, drive strengths merged --
cell type	n
edfxtp	32
o22ai	2
nand2	13
nor3	8
o32ai	7
dlygate4sd2	3
clkinv	2
nand2b	2
clkdlybuf4s15	1
nor2	12
inv	29
clkbuf	6
nand4	1
a211oi	6
fa	15
or2b	1
nor4b	1
a221oi	2
o21ai	10
or2	2
ha	1
dfrtp	10
o21a	5
or3	1
clkdlybuf4s50	43
buf	14
a21oi	7
mux2	2
mux2i	1
-- through the flow --
stage          worst slack, ns  hold slack [ns]  std cells  cell area (sq um)
2_1_floorplan            -2.73            0.244        178               2240
5_1_grt                  -2.74            0.526        289               2920
4_1_cts                  -2.60            0.494        289               2910
3_5_place_dp             -3.39            0.476        281               2810
6_report                 -2.59            0.486        289               2920
3_3_place_gp             -3.33            0.465        281               2810
-- worst max path at each step --
stage	start	to	slack [ns]
after CTS	Value_a[0]	Sum_result[7]	-2.60
after global routing	Value_a[0]	Sum_result[7]	-2.74
final	Value_a[0]	Sum_result[7]	-2.59
-- per-layer routing --
layer  GRT usage  share of wire
met4      0.0286          0.013
met3      0.0676          0.096
met2       0.317           0.46
met1       0.384           0.43
met5           0              0
-- synthesized netlist by cell type, drive strengths merged (2+ instances only) --
library cell / count / share of area
edfxtp: 32 / 0.44
inv: 29 / 0.050
fa: 15 / 0.14
nand2: 13 / 0.022
nor2: 12 / 0.021
dfrtp: 10 / 0.11
o21ai: 10 / 0.023
nor3: 8 / 0.018
a21oi: 7 / 0.016
o32ai: 7 / 0.028
a211oi: 6 / 0.021
buf: 6 / 0.027
o21a: 5 / 0.017
a221oi: 2 / 0.0080
clkbuf: 2 / 0.0034
mux2: 2 / 0.010
nand2b: 2 / 0.0091
o22ai: 2 / 0.0057
or2: 2 / 0.0069
-- power breakdown --
part | switching (mW) | internal, mW | leakage, nW
registers | 0.0143 | 0.723 | 0.419
logic | 0.141 | 0.173 | 0.658
clock network | 0.203 | 0.182 | 0.0452
total | 0.358 | 1.08 | 1.12
-- critical path, delay by kind of cell --
| kind | cells | cell delay, ns |
|---|---|---|
| AND-OR/OR-AND | 2 | 0.18 |
| buffers and inverters | 7 | 0.40 |
| adder cells (fa/ha/maj) | 16 | 4.41 |
-- layout make-up --
type	count	area (sq um)	share of cell area
Clock buffer	6	72.6	0.0249
Clock inverter	2	13.8	0.00472
Inverter	29	111	0.0382
Multi-Input combinational cell	99	867	0.297
Sequential cell	42	1210	0.415
Tap cell	50	62.6	0.0214
Timing Repair Buffer	61	579	0.199
-- cell families (layout without fill, tap and decap cells) --
kind of cell,after synthesis,count (layout)
flops,42,42
buf+inv,37,98
mux,3,3
compound gates,39,39
fa+ha+maj,16,16
simple gates,41,41
-- timing repair --
| action | in CTS | in global routing |
|---|---|---|
| endpoints found under the setup margin | 9 | 9 |
| resized | 22 | 5 |
| setup buffers | 0 | 0 |
| pin swaps | 6 | 1 |
Power figures rest on the tool's default switching activity, not on a simulated workload.
